### flow/config.mk
export PLATFORM = sky130hd
export DESIGN_NAME = SPI_wrapper
export DESIGN_NICKNAME = SPI_wrapper
export VERILOG_FILES = /design/flow/design.v
export SDC_FILE = /design/flow/constraint.sdc
export NUM_CORES = 4
export LEC_CHECK = 1
export CORE_UTILIZATION = 40
### flow/run.sh
#!/bin/bash
# OpenROAD 26Q1-2900-gdf79404cd8, Yosys 0.63+post, stock flow scripts
make -C /OpenROAD-flow-scripts/flow DESIGN_CONFIG=/design/flow/config.mk WORK_HOME=/design/flow/orfs finish
### flow/constraint.sdc
current_design SPI_wrapper

set clk_period 49.4
set clk_io_pct 0.2

create_clock -name clk0 -period $clk_period [get_ports {clk}]

set non_clock_inputs [all_inputs -no_clocks]
set_input_delay [expr $clk_period * $clk_io_pct] -clock clk0 $non_clock_inputs
set_output_delay [expr $clk_period * $clk_io_pct] -clock clk0 [all_outputs]
### flow/design.v
module SPI_wrapper(MOSI , MISO , SS_n , clk , rst_n);
input MOSI , SS_n;
input clk , rst_n;
output MISO;
wire [9:0] rx_data;
wire [7:0] tx_data;
wire rx_valid , tx_valid;
slave Slave(clk , rst_n , MOSI , SS_n , tx_data , tx_valid
            , rx_data , rx_valid , MISO);
single_port_sync_RAM RAM (clk , rst_n , rx_data , rx_valid , tx_data , tx_valid);
endmodule
module single_port_sync_RAM(clk , rst_n , din , rx_valid , dout , tx_valid);
parameter MEM_DEPTH = 256;
parameter ADDR_SIZE = 8;
input clk , rst_n , rx_valid;
input [9:0] din;
output reg [7:0] dout;
output reg tx_valid;
reg [ADDR_SIZE-1:0] addr;         
reg [7 :0] mem [MEM_DEPTH-1 : 0];
always @(posedge clk)
begin
    if(~rst_n)
        begin
            dout <= 0;
            tx_valid <= 0;
        end
    else if(rx_valid)
        begin
            if((din[9:8] == 2'b10) || (din[9:8] == 2'b00))
                        addr <= din [7:0];
            else if(din[9:8] == 2'b01)
                        mem[addr] <= din [7:0];
            else                                 
                begin
                    dout <= mem[addr];
                    tx_valid <= 1;
                end
        end 
    else
        tx_valid <= 0;
end
endmodule
module slave(clk , rst_n , MOSI , SS_n , tx_data , tx_valid
            , rx_data , rx_valid , MISO);
parameter IDLE = 3'b000;
parameter CHK_CMD = 3'b001;
parameter WRITE = 3'b010;
parameter READ_ADD = 3'b011;
parameter READ_DATA = 3'b100;
input clk , rst_n , MOSI  , SS_n , tx_valid;
input [7:0] tx_data;
output reg MISO;
output reg rx_valid;
output reg [9:0] rx_data;
    (* fsm_encoding = "sequential" *)
reg [2:0] cs , ns;
reg to_read_data ;
reg [9:0] temp_reg;
reg [4:0] cnt;
    always @(posedge clk) begin
        if(~rst_n)
            cs <= IDLE;
        else
            cs <= ns; 
    end
    always @(*) begin
        case(cs)
            IDLE:
                if(!SS_n)
                    ns = CHK_CMD;
                else
                    ns = cs;
            CHK_CMD:
                if(SS_n)
                    ns = IDLE;
                else
                    begin
                        if(MOSI)
                            begin
                                if(to_read_data)
                                        ns = READ_DATA;                                       
                                else
                                        ns = READ_ADD;
                            end
                        else
                            ns = WRITE;
                    end
            WRITE:
                if(SS_n)
                    ns = IDLE;
                else
                    ns = cs;
            READ_ADD:
                if(SS_n)
                    ns = IDLE;
                else
                    ns = cs;
            READ_DATA:
                if(SS_n)
                    ns = IDLE;
                else
                    ns = cs;
            default: ns = IDLE;
        endcase
    end
    always @(posedge clk) begin
        if(~rst_n)
            begin
                rx_data <= 0;
                MISO <= 0;
                cnt <= 0;
                rx_valid <= 0;       
                to_read_data <= 0;
            end
        else
            begin
                if(((cs == READ_ADD) || (cs == WRITE) || (cs == READ_DATA)) && cnt == 10)
                        rx_valid <= 1;
                else
                        rx_valid <= 0;
                if(cs == READ_ADD)
                        to_read_data <= 1;
                else if(cs == READ_DATA)
                        to_read_data <= 0;
                else
                        to_read_data <= to_read_data;
                if((cs == READ_ADD) || (cs == WRITE))
                    begin
                        if(cnt <= 9)
                        begin
                            rx_data <= {MOSI , rx_data[9:1]};
                            cnt <= cnt + 1;
                        end
                        else if(cnt == 10)       
                            cnt <= cnt + 1;
                        else
                            cnt <= 0;
                    end
                else if(cs == READ_DATA)
                    begin
                        if(cnt <= 9)
                            begin
                                rx_data <= {MOSI , rx_data[9:1]};
                                cnt <= cnt + 1;
                            end 
                        else if(cnt == 10 || cnt == 11)                                       
                            cnt <= cnt + 1;
                        else if((cnt >= 12) && (cnt <=19))
                            begin
                                case(cnt)
                                    12: MISO <= tx_data[0];
                                    13: MISO <= tx_data[1];
                                    14: MISO <= tx_data[2];
                                    15: MISO <= tx_data[3];
                                    16: MISO <= tx_data[4];
                                    17: MISO <= tx_data[5];
                                    18: MISO <= tx_data[6];
                                    19: MISO <= tx_data[7];
                                    default: MISO <= 0;                          
                                endcase
                                cnt <= cnt + 1;
                            end
                        else
                            begin
                                cnt <= 0;
                            end
                    end
                else
                    begin
                        cnt <= 0;
                    end
            end               
    end
   endmodule
==> qor.csv <==
stage,metric,value,unit
timing,Worst Skew,0.0699,ns
global_route,number of antenna violations at the first check in global routing,11,
setup_path,arrival time at the worst endpoint,13.34,ns
setup_path,worst reg2reg path endpoint,RAM.mem[71][2],
timing,RSZ-0062 raised after global routing,false,
route,Routed Wire Length,232000,µm
setup_path,startpoint class of the critical path,input port,
global_route,vias in the first global route,45600,
timing,max_slew headroom,28.2,%
clocking,clock root buffer master,clkbuf_16,
power_and_ir_drop,Sw Share,19.3,%
floorplan,core region area,202000,µm²
floorplan,num rows,165,
logic_synthesis,sequential share of the synthesized area,76.7,%
clocking,insertion delay of the later-clocked pin in the worst-skew pair,0.84,ns
placement,placed cell count,6531,
power_and_ir_drop,combinational share of power,0.1,%
layout,"leading cell type in the layout, fill and taps excluded",edfxtp_1,
power_and_ir_drop,net load switching power,665,µW
logic_synthesis,share of async-settable or async-resettable flops after synthesis,0,%
floorplan,floorplan die width,453,µm
logic_synthesis,mux cell area share after synthesis,15.4,%
setup_path,worst r2r path cells,7,
logic_synthesis,flop and latch count out of synthesis,2087,
clocking,post-CTS resize count,0,
logic_synthesis,Synth warnings,3,
timing,final setup vio count,0,
power_and_ir_drop,clock group share of total power,44.3,%
power_and_ir_drop,Static Leakage,0.0286,µW
logic_synthesis,synthesized-area fraction occupied by adder cells,0.0770,%
setup_path,endpoint class of the critical path,register,
route,initial drt markers,3318,
min_path,class of the most critical hold timing path,reg2reg,
power_and_ir_drop,Internal Dissipation,2780,µW
setup_path,ordered list of cells on the worst path,clkdlybuf4s50_1 -> buf_4 -> nand4b_1 -> nor3_1 -> nand2_1 -> buf_4 -> nor2_1,
clocking,number of CTS-inserted buffers,201,
placement,detailed-placement wirelength estimate,145000,µm
setup_path,family with the most delay on the worst path,simple AND/OR/NAND/NOR gates,
clocking,post-cts hold buffer count,0,
logic_synthesis,"Simple Share, Synth",3.24,%
timing,Final Hold Viols,0,
run,tool warnings,29,
clocking,"Setup Fix Bufs, Post-CTS",0,
power_and_ir_drop,power share of the sequential group,55.6,%
clocking,CTS Sinks,2087,
layout,Top Layout Cells,"edfxtp_1 (2056), mux4_2 (470), nor2_1 (305)",
setup_path,start point of the critical path,rst_n,
logic_synthesis,Commonest flop,edfxtp_1,
logic_synthesis,count of distinct cell types in the synthesized netlist,76,
route,number of detailed-route iterations in the first pass,5,
setup_path,slowest CP cell,nand2_1,
logic_synthesis,number of cell instances after yosys synthesis,3935,
logic_synthesis,Netlist Area Pre-Place,81300,µm²
logic_synthesis,aoi/oai-family share of the synthesized area,2.74,%
logic_synthesis,xor/xnor share of the synthesized area,0.0215,%
setup_path,required time of the critical path,49.85,ns
power_and_ir_drop,Pwr per Cell Area,37.7,nW/µm²
placement,IO buf count,4,
global_route,maximum number of pins on one net before global-route repair,100,
floorplan,Init Core Util,40.2,%
run_status,outcome,finished clean,
route,per-cell via count in the routed design,5.86,
logic_synthesis,number of synthesized flops with an enable pin,2056,
logic_synthesis,post-synthesis cell count,3935,
layout,final cell count without fillers,6923,
global_route,global-route wire length before repair,330000,µm
setup_path,worst path buffer plus inverter count,3,
layout,post-route cell area,91200,µm²
clocking,worst-case clock buffer depth,3,
route,mean routed wirelength per cell,33.5,µm
layout,area growth from synthesis to final layout,12.2,%
setup_path,"logic depth of the worst path, buffers included",7,
route,Vias,40600,
timing,smallest hold slack,0.415,ns
logic_synthesis,comb area leader,multiplexers,
setup_path,classification of the worst setup path,in2reg,
placement,Area after DPL,84600,µm²
setup_path,maximum single-stage delay on the critical path,0.72,ns
route,number of remaining DRC errors,0,
setup_path,Worst R2R Setup Slack,44.49,ns
setup_path,capturing element of the worst setup path,RAM.mem[71][2],
timing,max-slew violation count,0,
floorplan,Die Height,453,µm
layout,final core area utilization,45.1,%
setup_path,Critical R2R Launch,RAM.addr[0],
placement,global placer's final weighted congestion,0.970,
timing,final cycle utilization of the critical path,26.1,%
power_and_ir_drop,VDD IR max,35.3,µV
clocking,deepest level of the CTS H-tree,4,
setup_path,biggest fanout along the worst timing path,26,
timing,Highest Clock Rate,77.5,MHz
logic_synthesis,chip area estimate from yosys synthesis,81300,µm²
timing,Tmin final,12.90,ns
global_route,all-layer global routing usage,25.3,%
clocking,TritonCTS clock tree,built,
logic_synthesis,Mean Syn Cell Area,20.7,µm²
global_route,aggregate global routing overflow,0,
setup_path,most numerous cell on the critical path,buf_4,
route,Post-DRT Antenna Nets,0,
clocking,"Clk pin slew, worst setup/hold paths",0.06,ns
timing,Least-Margin Pin Slew,1.06,ns
timing,total negative slack,0,ns
layout,ratio of cells with drive above 1 in the final layout,23.3,%
floorplan,Ports,5,
run,MaxCap Viol Count,0,
floorplan,Die Outline Area,205000,µm²
[synthesized netlist by cell type, drive strengths merged (17+ instances only)]
cell,count,area share (%)
a21oi,57,0.35
a22oi,42,0.39
a31oi,18,0.14
buf,150,1.3
clkbuf,87,0.40
dfxtp,31,0.76
edfxtp,2056,76
mux2,44,0.61
mux2i,136,1.7
mux4,473,13
nand2,131,0.61
nand3,43,0.26
nand4,17,0.13
nor2,307,1.4
nor2b,27,0.21
nor3,25,0.16
o21ai,55,0.34
o22ai,52,0.40
[state kept, by name, indices dropped and copies added (netlist names)]
name and count:
Slave.rx_data 10, Slave.cnt 5, Slave.rx_valid 1, RAM.mem 2048
RAM.dout 8, Slave.MISO 1, Slave.cs 5, RAM.addr 8
Slave.to_read_data 1
[tightest hold or removal path: cells and delay by family, from the launching register on]
family        cells  cell delay [ns]
buf+inv           1             0.04
flops             1             0.30
simple gates      1             0.04
[layout make-up]
| cell class | count | area [µm²] |
|---|---|---|
| Multi-Input combinational cell | 1594 | 17500 |
| Fill cell | 16500 | 111000 |
| Clock inverter | 136 | 1310 |
| Tap cell | 2672 | 3340 |
| Clock buffer | 243 | 5230 |
| Antenna cell | 13 | 32.5 |
| Timing Repair Buffer | 161 | 1320 |
| Sequential cell | 2087 | 62400 |
| Inverter | 17 | 68.8 |
[worst min path at each step]
stage	startpoint	to	slack [ns]	cells after the start
4_1_cts	Slave.cs[0]	Slave.cs[3]	0.42	2
6_report	Slave.cs[0]	Slave.cs[3]	0.41	2
5_1_grt	Slave.cs[0]	Slave.cs[3]	0.44	2
[kinds of logic after synthesis]
group / count (synthesis)
AND-OR/OR-AND: 331
buffers and inverters: 254
multiplexers: 653
adder cells (fa/ha/maj): 5
flip-flops: 2087
XOR/XNOR: 2
AND/OR/NAND/NOR: 603
[layer usage]
layer / vias up / global-route usage, % / part of all wire, %
li1: 16600 / - / -
met1: 20200 / 29.1 / 31
met2: 3235 / 34.7 / 45
met3: 479 / 22.5 / 20
met4: 24 / 7.80 / 4.0
met5: - / 2.59 / 0.32
[stage by stage]
step	total power, µW	worst slack (ns)
floorplan	1950	37.86
global placement	1950	35.77
global route	3520	36.40
finish	3440	36.50
CTS	3460	36.62
detailed placement	1950	35.75
[power by group through the flow]
stage	logic (µW)	registers, µW	clock network, µW
final	1.78	1910	1520
after CTS	1.77	1910	1540
after global routing	1.94	1910	1610
Power figures rest on the tool's default switching activity, not on a simulated workload.
